File: design/flow/design.v
module CacheBank (
    input bank_active,
    input reset,
    input clk,
    input mem_rw,
    input [31:0] addr,
    input data_ready,
    input is_input_valid,
    input data_write_back_complete,
    input [127:0] input_set,
    input [31:0] input_line,
    output reg [127:0] output_set,
    output [31:0] output_line,
    output [31:0] output_addr,
    output reg dmem_read,
    output reg dmem_write,
    output reg [1:0] cache_state,
    output is_hit);
  integer i;
  wire [24:0] inst_tag;
  wire [2:0] set_index;
  wire [1:0] block_offset;
  assign inst_tag = addr[31:7];
  assign set_index = addr[6:4];
  assign block_offset = addr[3:2];
  reg [24:0] tag_bank [7:0];
  reg valid_bank [7:0];
  reg dirty_bank [7:0];
  reg [127:0] data_bank [7:0];
  wire [24:0] tag_out;
  wire valid_out;
  wire dirty_out;
  wire [127:0] data_out;
  assign tag_out = tag_bank[set_index];
  assign valid_out = valid_bank[set_index];
  assign dirty_out = dirty_bank[set_index];
  assign data_out = data_bank[set_index];
  DataMux datamux(
    .x0(data_out[31:0]),
    .x1(data_out[63:32]),
    .x2(data_out[95:64]),
    .x3(data_out[127:96]),
    .sel(block_offset),
    .y(output_line)
  );
  assign is_hit = (inst_tag == tag_out) && valid_out;
  always @(posedge clk) begin
    if (reset) begin
      cache_state<=2'b00;
      for (i = 0; i < 8; i = i + 1) begin
        tag_bank[i] <= 25'b0;
        valid_bank[i] <= 0;
        dirty_bank[i] <= 0;
        data_bank[i] <= 128'b0;
      end
    end
    else if (bank_active==1) begin
      if(is_input_valid) begin
        if (is_hit) begin  
          cache_state<=2'b00;
          dmem_read <= 0;
          dmem_write <= 0;
        end
        else begin 
          if (dirty_bank[set_index] == 1) begin
            cache_state<=2'b01;
            output_set <= data_bank[set_index];
            output_addr <={tag_out, set_index, 4'b0000};
            dmem_read <= 0; 
            dmem_write <= 1;
          end
          else begin 
            cache_state<=2'b10;
            dmem_read <= 1;
            dmem_write <= 0;
          end
          if(data_write_back_complete==1) begin
            dirty_bank[set_index] <= 0;
            cache_state<=2'b00;
          end
          if (data_ready) begin
            cache_state<=2'b11;
            data_bank[set_index] <= input_set;
            tag_bank[set_index] <= inst_tag;
            valid_bank[set_index] <= 1;
            dirty_bank[set_index] <= 0;
            dmem_write <= 0;
          end
        end
        if (mem_rw == 1) begin  
          if(cache_state==2'b11||cache_state==2'b00) begin
            dirty_bank[set_index] <= 1;
            case (block_offset)
              0: begin
                data_bank[set_index][31:0] <= input_line;
              end
              1: begin
                data_bank[set_index][63:32] <= input_line;
              end
              2: begin
                data_bank[set_index][95:64] <= input_line;
              end
              3: begin
                data_bank[set_index][127:96] <= input_line;
              end
            endcase
          end
        end
      end
    end
  end
endmodule
module DataMux (
    input [31:0] x0, 
    input [31:0] x1, 
    input [31:0] x2, 
    input [31:0] x3, 
    input [1:0] sel, 
    output reg [31:0] y
);
    always @(*) begin
        if (sel == 2'b00) begin
            y = x0;
        end else if (sel == 2'b01) begin
            y = x1;
        end else if (sel == 2'b10) begin
            y = x2;
        end else if (sel == 2'b11) begin
            y = x3;
        end else begin
            y = 32'b0;
        end
    end
endmodule
File: design/flow/config.mk
export PLATFORM = sky130hd
export DESIGN_NAME = CacheBank
export DESIGN_NICKNAME = CacheBank
export VERILOG_FILES = /design/flow/design.v
export SDC_FILE = /design/flow/constraint.sdc
export NUM_CORES = 4
export LEC_CHECK = 1
export CORE_UTILIZATION = 30
File: design/flow/run.sh
#!/bin/bash
# OpenROAD 26Q1-2900-gdf79404cd8, Yosys 0.63+post, stock flow scripts
make -C /OpenROAD-flow-scripts/flow DESIGN_CONFIG=/design/flow/config.mk WORK_HOME=/design/flow/orfs finish
File: design/flow/constraint.sdc
current_design CacheBank

set clk_period 69.9
set clk_io_pct 0.2

create_clock -name clk0 -period $clk_period [get_ports {clk}]

set non_clock_inputs [all_inputs -no_clocks]
set_input_delay [expr $clk_period * $clk_io_pct] -clock clk0 $non_clock_inputs
set_output_delay [expr $clk_period * $clk_io_pct] -clock clk0 [all_outputs]
==> notes.md <==
The following summarizes the physical implementation.

Worst setup path
The critical path endpoint has a required time of roughly 56 ns. Data on the critical path arrives at its endpoint at about 19 ns. The startpoint class of the critical path is an input pin. The kind of critical path is in2out. The category of the worst setup path capture point is an output pin. The reg2reg setup slack is 61.91 ns. Looking at the critical path, the highest net fanout was 49.

Logic synthesis
The synthesis area per yosys is approximately 63,000 sq um. The number of different library cells used by synthesis comes to about 54. The synthesized instance count is between 4,000 and 5,000. Yosys reports that the most numerous cell types are 1,390 x sky130_fd_sc_hd__edfxtp_1, 1,033 x sky130_fd_sc_hd__a211oi_1, 380 x sky130_fd_sc_hd__clkbuf_1, 345 x sky130_fd_sc_hd__a22oi_1, 215 x sky130_fd_sc_hd__nor3_1. The synthesis stats list as the most numerous cell sky130_fd_sc_hd__edfxtp_1. The flip-flop and latch count after synthesis is 1,400. The Yosys step of the flow raised 3 warnings. The number of cell instances after yosys synthesis is between 4,000 and 5,000. The most used flip-flop cell after synthesis is sky130_fd_sc_hd__edfxtp_1.

The average cell area after synthesis is approximately 14 sq um. Per Yosys stat, the portion of area used by sequential elements is about 66%. The mapped netlist covers between 60,000 and 70,000 sq um.

The share of the synthesized area in the top cell type is between 60 and 70%. The number of flops mapped to enable cells by yosys is around 1,400. Yosys reported that registers with async set or reset make up 0%. Ranked by total cell area, the synthesized netlist is headed by sky130_fd_sc_hd__edfxtp_1 66%, sky130_fd_sc_hd__a211oi_1 12%, sky130_fd_sc_hd__a22oi_1 4.1%, sky130_fd_sc_hd__mux2i_1 2.8%, sky130_fd_sc_hd__clkbuf_1 2.2%. The synthesized design spends more area on one cell type than any other, namely sky130_fd_sc_hd__edfxtp_1.

Route
The average routed wire per standard cell is 32.6 um. The antenna violation net count after detailed routing is 0. In the routed layout, each cell is associated on average with a via count of between 5 and 6. In the routed design, unresolved DRC markers number 0. Across all layers, the routed design uses roughly 44,000 vias. Before antenna repair, the detailed router went through 6 iterations. The first-iteration detailed-routing DRC count is between 3,000 and 4,000. Per the detailed-route log, wirelength across all metal layers totals about 250 mm.

GRT
The overall track demand over capacity in global routing is between 20% and 30%. The via count of the first global-routing pass came to about 44,000. Entering global routing, the biggest net connects 169 pins.

The first global-routing pass estimated 342 mm of wire. The number of antenna violations at the first check in global routing came to 27. The total grt overflow is 0.

Final layout
The area of combinational cells with multiple inputs is around 19,000 sq um. The sequential standard cell area is 41,900 sq um. Of the cells placed in the final design, the portion with a size suffix greater than 1 is between 10% and 20%. The filler cells instantiated in the layout total roughly 20,000. Per the run report, area growth between synthesis and finish was 18.3%.

Summing all non-filler instances in the final layout gives an area of 75,000 sq um.

Timing
For this run, the final setup violation count is recorded as 0. The final timing report lists clock skew as 0.0388 ns. The final critical path takes up about 47% of the cycle. The final total negative setup slack is 0 ns. Setup repair after global routing left no endpoint under its margin.

The time the worst path needs with I/O delays and setup is 32.74 ns. Timing would allow up to just over 30 MHz. The slew check shows that the tightest pin keeps a relative margin of between 30% and 40%.

The final timing report lists a hold violation count of 0. The number of max-slew violations in the final report is 0. The transition at the pin with the smallest max-transition slack is 0.976 ns.

Placed design
The routability congestion estimate from global placement is roughly 0.9. The instance area after placement is approximately 70,000 sq um. The number of I/O port buffers is between 300 and 400.

The detailed placement HPWL is 150 mm.

Pwr
The ratio of total power to cell area is between 20 and 30 nW/um^2. The static leakage is approximately 24 nW. Looking at the VDD voltage map, the peak drop is 0.0261 mV. The part of the total power dissipated in combinational logic is 9.2%.

Registers are responsible for between 40% and 50% of the overall power. The clock network burns 40.9% of the power. The switching component of the power was reported as 0.479 mW. The internal power component is 1.44 mW. The fraction of power spent switching nets is roughly 25%.

Floorplanning
According to the floorplan report, the placeable core area is between 200,000 and 250,000 sq um. After floorplanning, the die was sized to cover around 210,000 sq um. The number of rows created at floorplan is 168. The number of top-level pins is 396.

The initial core utilization is a little under a third. The width of the die is roughly 460 um. The die is ~460 um tall.

CTS
Per the post-CTS timing run, clock transition at the registers of the reported paths is 0.06 ns. The number of buffers added to fix hold violations after cts is 0. The clock latency on the worst-skew pair is around 0.8 ns. The report lists the number of cells resized after CTS as 0.

No sink is reached through more buffers than the 3 on the longest clock path. The number of levels in the clock H-tree is 4. The cell at the root of the clock tree is sky130_fd_sc_hd__clkbuf_16. In this run, CTS created clock tree buffers numbering ~160. TritonCTS built the clock tree. Buffers added to address setup during post-CTS repair amount to 0. TritonCTS reports the number of clock sinks as about 1,400.

Job
Max-cap violations in this run came to 0. The tool warning count is 44.

Hold path
Note that the worst hold path type here is reg2reg.

Outcome
The flow ran to the end, and the final reports show no timing, DRC or antenna violations.
## flip-flops by register name, indices dropped and copies added (netlist names)
name,cells
cache_state,2
data_bank,1024
dirty_bank,8
dmem_read,1
dmem_write,1
output_addr,28
output_set,128
tag_bank,200
valid_bank,8
## cell families (layout without fill, tap and decap cells)
logic type / Yosys count / count (layout) / share of synthesized area [%]
mux: 300 / 300 / 5.83
other cells: 1 / 23 / 0.00591
compound gates: 1664 / 1664 / 19.7
simple gates: 504 / 504 / 3.98
buf+inv: 609 / 906 / 4.20
xor+xnor: 12 / 12 / 0.166
flops: 1400 / 1400 / 66.1
## area by class of cell
type	instances	share of cell area (%)
antenna	19	0.0634
clock buffer	195	5.45
clock inverter	85	0.914
inverter	40	0.200
multi-input combinational	2484	25.5
sequential	1400	55.9
tap	2805	4.68
timing repair buffer	586	7.32
## worst max-delay path: stages
cell and delay, ns:
sky130_fd_sc_hd__buf_4 0.37, sky130_fd_sc_hd__buf_4 0.64, sky130_fd_sc_hd__nand2b_1 0.21, sky130_fd_sc_hd__nor2_4 0.11, sky130_fd_sc_hd__buf_4 0.41, sky130_fd_sc_hd__buf_4 0.56, sky130_fd_sc_hd__buf_4 0.59, sky130_fd_sc_hd__a22oi_1 0.14
sky130_fd_sc_hd__nand4_1 0.64, sky130_fd_sc_hd__mux4_2 0.52, sky130_fd_sc_hd__clkdlybuf4s50_1 0.49
## per-layer routing
metal	GRT usage [%]	vias to the layer above	wire length, um
met5	1.15	-	592
met3	16.2	563	39200
li1	-	19200	-
met1	26.4	21700	78300
met4	14.6	42	18900
met2	35.2	2980	111000
## through the flow
stage | utilization [%] | power, mW | hold slack, ns | cells | setup slack [ns]
2_1_floorplan | - | 1.05 | 0.439 | 4493 | 38.17
3_3_place_gp | 33.5 | 1.15 | 0.466 | 7315 | 37.18
3_5_place_dp | 33.5 | 1.15 | 0.462 | 7315 | 37.20
4_1_cts | 35.7 | 1.92 | 0.471 | 7595 | 37.20
5_1_grt | 35.7 | 1.96 | 0.499 | 7602 | 37.11
6_report | 35.8 | 1.92 | 0.469 | 7614 | 37.16
## final timing paths
check | startpoint | end | cells past startpoint
max | addr[5] | output_line[23] | 11
max reg2reg | tag_bank[3][17] | data_bank[0][69] | 14
min reg2reg | valid_bank[5] | valid_bank[5] | 2
min | valid_bank[5] | valid_bank[5] | 2
## layout by cell type, fill, tap and decap left out, types with 64 or more instances in the layout
| master | instances |
|---|---|
| sky130_fd_sc_hd__edfxtp_1 | 1390 |
| sky130_fd_sc_hd__a211oi_1 | 1033 |
| sky130_fd_sc_hd__clkdlybuf4s50_1 | 383 |
| sky130_fd_sc_hd__a22oi_1 | 345 |
| sky130_fd_sc_hd__nor3_1 | 214 |
| sky130_fd_sc_hd__buf_4 | 189 |
| sky130_fd_sc_hd__mux2i_1 | 178 |
| sky130_fd_sc_hd__clkbuf_16 | 157 |
| sky130_fd_sc_hd__mux2_2 | 74 |
| sky130_fd_sc_hd__clkinv_1 | 66 |
| sky130_fd_sc_hd__a221oi_1 | 64 |
## power groups by stage
stage                 combinational (mW)  sequential (mW)  clock, mW
after CTS                          0.174            0.957      0.793
after global routing               0.182            0.959      0.823
final                              0.177            0.957      0.785
Power and IR drop assume default switching activity.
